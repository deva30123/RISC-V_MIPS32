`flow/design.v`:
```
module exe(
  input [31:0] A,
  input [31:0] B,
  input [31:0] Imm,
  input[31:0] NPC_id,
  input[31:0] IR_id,
  output [31:0] NPC_ex,
  output[31:0] IR_ex,
  output[31:0] ALU_res,
  output sel
);
  wire[31:0] a,b;
  reg [31:0] ALU_out;
  wire[5:0] opcode; 
  reg cond = 0;
  assign IR_ex = IR_id;
  assign opcode = IR_id[31:26];
  assign a=A;
  assign b=(opcode[4])?Imm:B;
  always@(*) begin 
    if(~opcode[5])begin
      case(opcode[3:0])
        4'd0: ALU_out = a+b;
        4'd1: ALU_out = a-b;
        4'd2: ALU_out = a^b;
        4'd3: ALU_out = a&b;
        4'd4: ALU_out = a|b;
        4'd5: ALU_out = a>b?1:0;
      endcase
    end             
    else begin
      ALU_out = a+b;  
    end            
  end
  always@(*) begin
    if(opcode[5:1]==5'b11010)begin
      cond = opcode[0]^((A==0)?1:0);  
    end
    else cond = 0;
  end
  assign NPC_ex = NPC_id + Imm ;
  assign ALU_res = ALU_out;
  assign sel = cond;
endmodule
```
`flow/run.sh`:
```
#!/bin/bash
# OpenROAD 26Q1-2900-gdf79404cd8, Yosys 0.63+post, stock flow scripts
make -C /OpenROAD-flow-scripts/flow DESIGN_CONFIG=/design/flow/config.mk WORK_HOME=/design/flow/orfs finish
```
`flow/config.mk`:
```
export PLATFORM = sky130hd
export DESIGN_NAME = exe
export DESIGN_NICKNAME = exe
export VERILOG_FILES = /design/flow/design.v
export SDC_FILE = /design/flow/constraint.sdc
export NUM_CORES = 4
export LEC_CHECK = 1
export CORE_UTILIZATION = 30
```
`flow/constraint.sdc`:
```
current_design exe

set clk_period 11.0
set clk_io_pct 0.2

create_clock -name clk0 -period $clk_period

set non_clock_inputs [all_inputs -no_clocks]
set_input_delay [expr $clk_period * $clk_io_pct] -clock clk0 $non_clock_inputs
set_output_delay [expr $clk_period * $clk_io_pct] -clock clk0 [all_outputs]
```
==> Flow_metrics.wiki <==
== Metrics ==
{| class="wikitable"
! Metric !! Value
|-
| Result of the run || completed
|-
| Signed area change from the synthesized netlist to the final layout || 27.24%
|-
| Area of the multi-input gates || 6259 µm²
|-
| Top area cells in the synthesized netlist || sky130_fd_sc_hd__ha_1 21%, sky130_fd_sc_hd__dlxtn_1 6.3%, sky130_fd_sc_hd__nor2_1 6.0%, sky130_fd_sc_hd__a21oi_1 5.9%, sky130_fd_sc_hd__mux2i_1 4.8%
|-
| Area used by sequential logic in the layout || 480.5 µm²
|-
| Most frequent logic cell in the layout || sky130_fd_sc_hd__clkdlybuf4s50_1
|-
| CP Launch Type || input port
|-
| Cell area power density || 58.65 nW/µm²
|-
| Final slew viol count || 0
|-
| Post-synth EDFFs || 0
|-
| Endpoints left unconstrained || 64
|-
| Area leader share || 0.2112
|-
| Post-synth ARST share || 0
|-
| RSZ-0062 raised after global routing || no
|-
| Violation tally from detailed-route iteration zero || between 400 and 500
|-
| Total cell area reported by yosys after synthesis || 7584 µm²
|-
| Global Route met1 Usage || 0.3226
|-
| Part of the power in the clock network || 0
|-
| Hold-critical path endpoint || IR_ex[0]
|-
| Cell Count Post-Placement || 1520
|-
| Utilization after layout || 0.3933
|-
| Detailed Routing Iterations Pass 1 || 5
|-
| WP data required || approximately 8800 ps
|-
| Overall via count from detail_route || 8370
|-
| Number of global-route vias before repair || 7940
|-
| Synthesis Warnings || 1
|-
| Gate count after technology mapping || around 1100
|-
| Overall global routing resource usage || 0.2143
|-
| Design internal power || 0.0002779 W
|-
| Number of antenna-violating nets in the routed design || 0
|-
| Per-instance average area after synthesis || 7.081 µm²
|-
| Detail-routed net length per standard cell || 18.13 µm
|-
| Count of filler cells inserted in the layout || 2583
|-
| Post-CTS Hold Buffers || 0
|-
| Number of setup buffers added after CTS || 0
|-
| Via density per instance || around 5.5
|-
| DPL Wire Length || approximately 22000 µm
|-
| Initial antenna violation count || 0
|-
| Number of flip-flops in the largest register || 32
|-
| Dominant register cell in the synthesized netlist || sky130_fd_sc_hd__dlxtn_1
|-
| Leakage || 4.273 nW
|-
| DRC violation count after routing || 0
|-
| First-pass GRT wire length || ~44000 µm
|-
| # setup viols final || 0
|-
| Slew HR || 0.4626
|-
| Count of unclocked register or latch pins || 32
|-
| Switching portion of total power || 0.5089
|-
| Area of the core || 24530 µm²
|-
| Type of element capturing the critical path || primary output
|-
| Most frequent logic cells in the routed design || 204 x sky130_fd_sc_hd__clkdlybuf4s50_1, 128 x sky130_fd_sc_hd__ha_1, 120 x sky130_fd_sc_hd__nor2_1, 95 x sky130_fd_sc_hd__inv_1, 90 x sky130_fd_sc_hd__a21oi_1
|-
| Delay of the slowest cell on the worst path || 470 ps
|-
| Gpl congestion || 0.9429
|-
| Total routed wirelength || 27550 µm
|-
| Setup TNS || 0 ps
|-
| Largest net degree at the start of global routing || 59
|-
| Post-Synthesis Cell Area || 7584 µm²
|-
| Post-synth top area cell || sky130_fd_sc_hd__ha_1
|-
| Met2 layer usage reported by global route || 0.3243
|-
| Slew at the pin closest to its max-slew limit || 783.7 ps
|-
| Critical path start-end classification || input port to primary output
|-
| Init Core Util || 0.3091
|-
| Count of cells resized by post-cts repair || 0
|-
| Layer with the highest usage || met2
|-
| OpenROAD warning count || 97
|-
| Portion of total power attributed to combinational logic || 0.963
|-
| Non-filler instance count after layout || 1520
|-
| Sw Pwr || 0.0002880 W
|-
| Buffers added on ports || around 200
|-
| Data arrival, critical path || 5840 ps
|-
| # Max-Cap Violations || 0
|-
| Total Power || 0.0005659 W
|-
| Number of distinct library cell variants in the gate-level netlist after synthesis || 80
|-
| Class of the tightest hold or removal check || input port to primary output
|-
| Site Rows || approximately 57
|-
| I/O Pins || 257
|-
| Tmin final || 8042 ps
|-
| Count of instantiated cells in the yosys netlist || 1071
|-
| DIE HEIGHT || around 160 µm
|-
| Critical path's slowest cell || sky130_fd_sc_hd__clkdlybuf4s50_1
|-
| Peak ir drop on the vdd network || 22.16 µV
|-
| Number of cells on the worst hold path || 0
|-
| Final-report hold violation count || 0
|-
| Die outline area || ~26000 µm²
|-
| Global routing met3 resource utilization || 0.02960
|-
| Cell-by-cell trace of the critical path || clkdlybuf4s50_1 > ha_1 > inv_1 > fa_1 > nor2b_1 > o2111ai_1 > nand3b_1 > a41o_1 > a41o_1 > a221o_1 > a21oi_1 > nor2b_1 > o21ai_1 > xor2_1 > clkdlybuf4s50_1
|-
| Fraction of final layout cells sized beyond drive strength 1 || 0.03930
|-
| Post-synth regs || 32
|-
| Min-delay src || IR_id[0]
|-
| Portion of the clock cycle consumed by the worst path in the final layout || 0.7311
|-
| Ant. Diodes || 0
|-
| Peak fanout along the critical path || 5
|-
| Part of the power in registers || 0.037
|-
| Die width || about 160 µm
|-
| Max Clk Rate || 124.4 MHz
|-
| Final global-route overflow total || 0
|}
-- metrics by stage --
step | setup slack (ps) | area (µm²) | hold slack [ps]
floorplan | 4366 | 7584 | 4466
global placement | 2967 | 9649 | 4400
detailed placement | 2969 | 9649 | 4400
CTS | 2937 | 9649 | 4400
global route | 2732 | 9649 | 4400
finish | 2958 | 9649 | 4400
-- cell families after synthesis --
group | after synthesis | share of synthesized area
compound gates | 370 | 0.3415
simple gates | 275 | 0.1754
buf+inv | 192 | 0.1127
fa+ha+maj | 131 | 0.2191
mux | 36 | 0.04752
xor+xnor | 35 | 0.04042
latches | 32 | 0.06336
-- cell usage after synthesis (all sizes together), types with 16 or more instances --
library cell and count:
a211oi 19, a21o 28, a21oi 90, a221oi 41, buf 42, clkbuf 48
dlxtn 32, ha 128, inv 102, mux2i 36, nand2 38, nor2 122
nor3 21, o21ai 54, o21bai 16, o22ai 27, xnor2 25
-- worst max path at each step --
stage         startpoint  slack, ps          to  depth (start not counted)
CTS               Imm[1]       2940  NPC_ex[31]                         13
global route      Imm[1]       2730  NPC_ex[31]                         13
finish            Imm[0]       2960  NPC_ex[30]                         15
-- area by class of cell --
type / instances / area share
Multi-Input combinational cell: 847 / 0.6486
Sequential cell: 32 / 0.04979
Timing Repair Buffer: 215 / 0.2199
Inverter: 102 / 0.03968
Tap cell: 324 / 0.04201
-- per-layer routing --
metal / up-vias / wire, µm / part of all wire
met2: 328 / 11920 / 0.43
met4: 0 / 637 / 0.023
met5: - / 0 / 0
li1: 4163 / - / -
met1: 3847 / 12940 / 0.47
met3: 32 / 2058 / 0.075
-- critical path: cells and delay by family --
family / cells / cell delay (ps)
xor+xnor: 1 / 130
compound gates: 6 / 1620
buf+inv: 3 / 980
fa+ha+maj: 2 / 450
simple gates: 3 / 450
-- power groups by stage --
stage	Sequential, W	Combinational, W	Clock (W)
6_report	0.0000211	0.000545	0
5_1_grt	0.0000222	0.000602	0
4_1_cts	0.0000213	0.000543	0
Power is estimated from default activity; no workload was simulated.
