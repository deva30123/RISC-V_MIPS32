[config.mk]
export PLATFORM = sky130hd
export DESIGN_NAME = wb
export DESIGN_NICKNAME = wb
export VERILOG_FILES = /design/flow/design.v
export SDC_FILE = /design/flow/constraint.sdc
export NUM_CORES = 4
export LEC_CHECK = 1
export CORE_AREA = 10 10 71 71
export DIE_AREA = 0 0 81 81
[constraint.sdc]
current_design wb

set clk_period 9.3
set clk_io_pct 0.2

create_clock -name clk0 -period $clk_period

set non_clock_inputs [all_inputs -no_clocks]
set_input_delay [expr $clk_period * $clk_io_pct] -clock clk0 $non_clock_inputs
set_output_delay [expr $clk_period * $clk_io_pct] -clock clk0 [all_outputs]
[design.v]
module wb(
  input [31:0] IR_mx , ALU ,LMD,
  output [31:0] data, IR_wb
);
  wire[5:0] opcode ;
  assign opcode = IR_mx[31:0]; 
  assign IR_wb = IR_mx;
  assign data = (opcode[5:1]==5'b11000)?LMD:ALU;
endmodule
[run.sh]
#!/bin/bash
# OpenROAD 26Q1-2900-gdf79404cd8, Yosys 0.63+post, stock flow scripts
make -C /OpenROAD-flow-scripts/flow DESIGN_CONFIG=/design/flow/config.mk WORK_HOME=/design/flow/orfs finish
==> impl_metrics.ini <==
; implementation run metrics
[outcome]
run_status = finished, final reports clean

[finish]
fillers = 329
total_area_of_sequential_cells_um2 = 0
non_filler_instances = 189
postLayoutCoreUtil_pct = 44.5
post_route_cells_drive_above_1_share_pct = 24.1
syn2layout_area_growth_pct = 103
clock_buffers = 0
final_area_um2 = 1620
sequential_cell_total = 0

[clock_tree]
cts_resized = 0
post_cts.repair.setup_buffers = 0
holdBufCountCts = 0

[floorplan]
number_of_top_level_pins = 160
chip_width_um = 81
floorplan.core_util_pct = 22.0
design.die.area_um2 = 6560
fp.dieH_um = 81
fp-row-count = 22
core_area_um2 = 3630

[global_routing]
grt_pass1_vias = 819
global_route.usage.total_pct = 7.83
pin_count_of_the_biggest_net_entering_global_routing = 23
globalRouteOverflowTotal = 0
grt_pass1_wl_um = 4170
grt_antenna_before_repair = 0

[sta]
timing_max_transition_violations_final = 0
grt_setup_unrepaired = no
worst_slew_pin_tran_ns = 0.371
setup-violations-final = 0
totalNegativeSetupSlack_ns = 0
hold_viol = 0
achievable-frequency_mhz = 169
max_slew_margin_pct = 75.3
tcrit_tclk_final_pct = 63.7
layout_min_cycle_time_ns = 5.92

[place]
io_buffer_count = 106
place_inst = 189
dp_area_um2 = 1620
gp_congestion = 0.811
detailed_place_hpwl_um = 2900

[critical_path]
end_kind = output port
worst_setup_path_start_kind = input pin
critPathRequiredTime_ns = 7.44
critical_path.max_stage_delay_ns = 0.46
cell_family_with_the_largest_share_of_critical_path_delay = buffers and inverters
cp_data_arrival_time_ns = 4.06
critical_path_class = in -> out
crit_path_cell_trace = clkdlybuf4s50_1 > nor2_1 > and4b_2 > buf_4 > mux2_2 > clkdlybuf4s50_1
library_cell_contributing_the_largest_single_delay_on_the_critical_path = sky130_fd_sc_hd__and4b_2
critical_path_peak_fanout = 22
cp_num_buf_inv = 3
critical-path-top-cell-by-count = sky130_fd_sc_hd__clkdlybuf4s50_1

[yosys]
synthesized_area_per_cell_um2 = 11.4
yosys_area_um2 = 798
post_synth_num_cell_types = 7
postSynthCellCount = 70
topCellsByArea = sky130_fd_sc_hd__mux2_4, sky130_fd_sc_hd__buf_4, sky130_fd_sc_hd__buf_12
yosysSeqAreaShare_pct = 0
syn_area_um2 = 798
synth.yosys.num_cells = 70
netlist.top_cell.by_area = sky130_fd_sc_hd__mux2_4
most_common_cell = sky130_fd_sc_hd__buf_4
yosysTopAreaCellShare_pct = 56.4
most_common_library_cells_after_synthesis = sky130_fd_sc_hd__buf_4, sky130_fd_sc_hd__mux2_4, sky130_fd_sc_hd__buf_12
yosysWarnings = 0

[worst_hold_path]
timing.hold.worst.class = in -> out

[job]
warning_count = 32
drv.max_cap_violation_count = 0

[routing]
post-route-drc-count = 0
post_drt_via_cell_ratio = 3.95
antenna_violating_nets_post_route = 0
drt_first_iter_violations = 6
average_routed_wire_per_standard_cell_um = 16.2
drt_pass1_iterations = 2
antenna-diode-count = 0
route.vias.total = 746
wl_um = 3060

[pwr]
power_per_cell_area_nw_per_um2 = 37.2
worst_vdd_ir_uv = 14.5
power.leakage_uw = 0.000640
total_power_uw = 60.2
## through the flow
step | hold slack, ns | setup slack, ns
finish | 3.72 | 3.38
floorplan | 3.79 | 4.76
global route | 3.72 | 3.25
CTS | 3.72 | 3.34
detailed placement | 3.72 | 3.34
global placement | 3.72 | 3.35
## where the power goes
group	internal (uW)	switching (uW)
logic	51.1	9.12
registers	0	0
clock network	0	0
## area by class of cell
| cell class | instances | area, um^2 | share of cell area [%] |
|---|---|---|---|
| timing repair buffer | 107 | 1070 | 66.1 |
| multi-input combinational | 34 | 488 | 30.2 |
| tap | 48 | 60.1 | 3.72 |
## routing by layer
| metal | vias to the layer above | global-route usage [%] | wire length [um] | part of all wire [%] |
|---|---|---|---|---|
| met1 | 307 | 8.44 | 1050 | 34 |
| li1 | 353 | - | - | - |
| met3 | 4 | 5.68 | 575 | 19 |
| met5 | - | 0 | 0 | 0 |
| met2 | 82 | 12.8 | 1420 | 46 |
| met4 | 0 | 0.519 | 12 | 0.39 |
## logic make-up after synthesis
family | count (synthesis) | share of synthesized area [%]
buf+inv | 36 | 39.0
mux | 32 | 59.2
simple gates | 2 | 1.72
## layout by cell type, fill, tap and decap left out
cell type and instances:
sky130_fd_sc_hd__mux2_4 30, sky130_fd_sc_hd__buf_4 1, sky130_fd_sc_hd__clkdlybuf4s50_1 106, sky130_fd_sc_hd__nor2_1 1, sky130_fd_sc_hd__mux2_2 2, sky130_fd_sc_hd__and4b_2 1
## final timing paths
path      from  endpoint  slack (ns)  depth (start not counted)
min   IR_mx[0]  IR_wb[0]        3.72                          0
max   IR_mx[2]  data[27]        3.38                          6
Power and IR drop assume default switching activity.
