--- ./run.sh ---
#!/bin/bash
# OpenROAD 26Q1-2900-gdf79404cd8, Yosys 0.63+post, stock flow scripts
make -C /OpenROAD-flow-scripts/flow DESIGN_CONFIG=/design/flow/config.mk WORK_HOME=/design/flow/orfs finish
--- ./config.mk ---
export PLATFORM = sky130hd
export DESIGN_NAME = decode
export DESIGN_NICKNAME = decode
export VERILOG_FILES = /design/flow/design.v
export SDC_FILE = /design/flow/constraint.sdc
export NUM_CORES = 4
export LEC_CHECK = 1
export CORE_UTILIZATION = 40
--- ./constraint.sdc ---
current_design decode

set clk_period 9.9
set clk_io_pct 0.2

create_clock -name clk0 -period $clk_period [get_ports {clk}]

set non_clock_inputs [all_inputs -no_clocks]
set_input_delay [expr $clk_period * $clk_io_pct] -clock clk0 $non_clock_inputs
set_output_delay [expr $clk_period * $clk_io_pct] -clock clk0 [all_outputs]
--- ./design.v ---
module decode(
  input clk,
  input[31:0] NPC_if,
  input[31:0] IR_if,  
  input [31:0] LMD,  
  input [4:0] rd_w,  
  output [31:0] A,
  output [31:0] B,
  output [31:0] D,
  output [31:0] Imm,
  output[31:0] NPC_id,
  output[31:0] IR_id,
  output hlt
);
  reg halt = 0;
  reg [31:0] reg_b [31:0]; 
  wire [5:0] op;
  wire [4:0] rd,rs1,rs2,sh;
  assign NPC_id = NPC_if;
  assign IR_id = IR_if;
  assign op = IR_if[31:26];
  assign rd = IR_if[25:21];
  assign rs1 = IR_if[20:16];
  assign rs2 = IR_if[15:11];
  assign sh  = IR_if[10:6];
  assign Imm = {{16{IR_if[15]}},IR_if[15:0]};
  assign A = reg_b[rs1];
  assign B = reg_b[rs2]<<sh;
  assign D = reg_b[rd];  
  always@(*)begin
    halt = (op == 6'b111111)?1:0;
    reg_b[0] = 32'b0; 
  end
  always@(posedge clk )begin
    reg_b[rd_w] <= LMD;
  end
  assign hlt = halt; 
endmodule
==> notes.md <==
Figures from the flow reports.

Synth:
- The run puts the proportion of register bits with asynchronous set or reset after synthesis at 0%.
- The run puts the number of storage elements in the synthesis netlist at a little under 1k.
- After synthesis, the mean cell area works out to 12.5 um^2.
- Of the synthesized area, sequential elements account for 57.9%.
- Warnings reported by Yosys during synthesis add up to 2.
- For this run, the chip area from Yosys synthesis comes to roughly 50000 um^2.
- The run puts the post-synthesis cell type count at 89.
- Looking at the cell usage after synthesis, the top flip-flop cell is sky130_fd_sc_hd__edfxtp_1.
- In the Yosys report the total cell count is 4133.
- The cell area that synthesis handed to floorplanning was a little over 50000 um^2.
- The run puts the number of instances in the synthesized netlist at 4133.
- Yosys mapped a number of flops with a built-in enable equal to 992.

Timing:
- The run gives the final-report setup violation count as 0.
- The run puts the final tally of hold violations at 0.
- Setup repair after global routing left no endpoint under its margin.
- The run puts the relative slew slack at between 10% and 20%.
- The run puts the slew at the pin closest to its max-slew limit at 1.19 ns.
- The run gives the sum of negative setup slack as 0 ns.
- The run gives the minimum clock period as 9.80 ns.
- The run puts the hold slack at 1.96 ns.
- Timing would allow up to 0.102 GHz.
- The run puts the portion of the clock cycle consumed by the worst path in the final layout at 99.0%.
- The run puts the number of max-slew violations in the final report at 0.

GRT:
- The run puts the overall global routing resource usage at 60.8%.
- Entering global routing, the biggest net connects 94 pins.
- The via count of the first global-routing pass was roughly 52k.
- Recorded from the global router log, the overflow total was 0.
- The run puts the number of antenna violations at the first check in global routing at 38.
- The run puts the first-pass GRT wire length at a little under 500000 um.

Floorplan:
- The horizontal die dimension reported for this design is 361 um.
- The run gives the floorplan utilization as around two fifths.
- The run puts the count of pins on the block boundary at 295.
- The run puts the die area at 130000 um^2.
- The run gives the core area as 128000 um^2.
- The vertical die dimension reported for this design is 361 um.
- The run puts the row count at 131.

Worst setup path:
- According to the timing report, the arrival time at the worst endpoint equals 7.82 ns.
- STA puts the critical path data required time at about 7.9 ns.
- The run gives the peak fanout along the critical path as 38.
- The run gives the startpoint-to-endpoint class of the critical path as in -> out.
- The worst setup path is launched from an input port.
- STA classifies the critical path endpoint as a primary output.

Final layout:
- The largest registers in the layout are reg_b x992.
- The run gives the register bank with the most flops as reg_b.
- The register with the most flip-flops in the layout has 992 of them.
- The post-route netlist has 15.7% of its cells at a drive strength greater than 1.
- The area growth from synthesis to layout is 17.8%.
- The run gives the cell area after layout as 60700 um^2.

Clocking:
- The run gives the total of cells resized after clock tree synthesis as 0.
- The run puts the CTS buffer count at between 100 and 150.
- No sink is reached through more buffers than the 3 on the longest clock path.
- The tree is rooted in a sky130_fd_sc_hd__clkbuf_16.
- The H-tree was split into 3 levels.
- The run puts the clock sink count at between 900 and 1k.
- The run gives the hold buffer count at cts as 0.
- TritonCTS built the clock tree.
- After clock tree synthesis, the setup repair step added 0 buffers.
- The run gives the clock-pin slew reported for the worst setup and hold paths after clock tree synthesis as approximately 0.06 ns.

Detailed routing:
- The run gives the number of optimization iterations in the first detailed-route pass as 14.
- Detailed-route iteration 0 reported a violation count of roughly 8.4k.
- The run gives the vias per cell as 8.71.
- For this block, the via count after detailed routing is 53.6k.
- After detailed routing, the total wire length is 375000 um.
- Once detail routing completed, the nets flagged for antenna violations numbered 0.
- The run gives the detailed-route DRC error count as 0.
- The run puts the wire length per cell at between 60 and 70 um.

Worst hold path:
- The path class of the tightest hold or removal check is in -> reg.

Run:
- The report counts max-capacitance violations totalling 0.
- The number of warnings reported in the stage logs is 25.

Power and ir drop:
- The run gives the leakage power figure as 19.9 nW.
- The run gives the total power per unit cell area as 171 nW/um^2.
- The run puts the peak ir drop on the vdd network at 0.153 mV.

Outcome:
- The run finished with clean final reports.

Placed design:
- The run gives the cell area after placement as around 57000 um^2.
- After its last routability iteration, the placer logged a weighted congestion of 1.18.
- The run gives the quantity of I/O buffers inserted on ports as 212.
- According to the dpl log, the detail-placed design has an HPWL of 233000 um.
-- cell usage after synthesis, types with 9 or more instances --
library cell | number | share of area [%]
sky130_fd_sc_hd__a2111o_1 | 13 | 0.28
sky130_fd_sc_hd__a2111oi_0 | 35 | 0.60
sky130_fd_sc_hd__a211o_1 | 9 | 0.15
sky130_fd_sc_hd__a211oi_1 | 12 | 0.17
sky130_fd_sc_hd__a21oi_1 | 33 | 0.32
sky130_fd_sc_hd__a221oi_1 | 189 | 3.2
sky130_fd_sc_hd__a222oi_1 | 66 | 1.3
sky130_fd_sc_hd__a22o_1 | 199 | 3.4
sky130_fd_sc_hd__a22oi_1 | 704 | 10
sky130_fd_sc_hd__a31oi_1 | 11 | 0.13
sky130_fd_sc_hd__a32oi_1 | 23 | 0.39
sky130_fd_sc_hd__and3_1 | 123 | 1.5
sky130_fd_sc_hd__and3b_1 | 14 | 0.24
sky130_fd_sc_hd__and4_1 | 16 | 0.27
sky130_fd_sc_hd__buf_1 | 16 | 0.12
sky130_fd_sc_hd__buf_2 | 63 | 0.61
sky130_fd_sc_hd__buf_4 | 112 | 1.6
sky130_fd_sc_hd__buf_6 | 10 | 0.22
sky130_fd_sc_hd__clkbuf_1 | 257 | 1.9
sky130_fd_sc_hd__edfxtp_1 | 992 | 58
sky130_fd_sc_hd__mux2_2 | 20 | 0.44
sky130_fd_sc_hd__mux2i_1 | 111 | 2.2
sky130_fd_sc_hd__mux4_2 | 11 | 0.48
sky130_fd_sc_hd__nand2_1 | 74 | 0.54
sky130_fd_sc_hd__nand2b_1 | 18 | 0.22
sky130_fd_sc_hd__nand3_1 | 261 | 2.5
sky130_fd_sc_hd__nand3b_1 | 37 | 0.54
sky130_fd_sc_hd__nand4_1 | 155 | 1.9
sky130_fd_sc_hd__nor2_1 | 153 | 1.1
sky130_fd_sc_hd__nor3_1 | 35 | 0.34
sky130_fd_sc_hd__nor3b_1 | 11 | 0.16
sky130_fd_sc_hd__nor4_1 | 25 | 0.30
sky130_fd_sc_hd__nor4bb_1 | 10 | 0.19
sky130_fd_sc_hd__o211ai_1 | 11 | 0.16
sky130_fd_sc_hd__o21ai_0 | 35 | 0.34
sky130_fd_sc_hd__o22ai_1 | 29 | 0.35
sky130_fd_sc_hd__o32ai_1 | 16 | 0.27
sky130_fd_sc_hd__or3_1 | 27 | 0.33
sky130_fd_sc_hd__or3b_2 | 11 | 0.19
sky130_fd_sc_hd__or4_1 | 50 | 0.73
-- logic make-up (layout without fill, tap and decap cells) --
logic type             count (synthesis)  in the layout  synth area share [%]
AND-OR/OR-AND                       1448           1448                  22.4
buffers and inverters                471            767                  4.55
flip-flops                           992            992                  57.9
multiplexers                         143            143                  3.11
other                                  0             68                     0
AND/OR/NAND/NOR                     1079           1079                  12.1
-- worst max-delay path, cell delays in order --
cell and delay [ns]:
sky130_fd_sc_hd__buf_4 0.38, sky130_fd_sc_hd__buf_4 0.67, sky130_fd_sc_hd__buf_4 0.42, sky130_fd_sc_hd__nand4b_1 0.77, sky130_fd_sc_hd__nor2_2 0.28, sky130_fd_sc_hd__buf_4 0.53, sky130_fd_sc_hd__a221oi_1 0.17, sky130_fd_sc_hd__nand4_1 0.60
sky130_fd_sc_hd__mux2i_1 0.24, sky130_fd_sc_hd__mux4_2 0.50, sky130_fd_sc_hd__o211a_1 0.25, sky130_fd_sc_hd__a211oi_1 0.37, sky130_fd_sc_hd__clkdlybuf4s50_1 0.55
-- power by group --
part	internal (W)	total (W)	leakage [nW]	switching, W
Clock	0.00242	0.00427	1.76	0.00186
Sequential	0.00472	0.00481	8.96	0.0000942
Combinational	0.000405	0.00129	9.14	0.000888
Total	0.00754	0.0104	19.9	0.00284
-- metrics by stage --
step / cells / utilization (%) / worst slack, ns / total power, W
after detailed placement: 5885 / 44.5 / 0.678 / 0.00607
after CTS: 6091 / 47.4 / 0.674 / 0.0102
after global placement: 5885 / 44.5 / 0.730 / 0.00608
after global routing: 6118 / 47.4 / 0.354 / 0.0105
final: 6159 / 47.5 / 0.104 / 0.0104
after floorplan: 4133 / - / 3.40 / 0.00532
-- layer usage --
layer / global-route usage [%] / up-vias / share of wire [%]
met3: 56.8 / 2507 / 21
met4: 42.6 / 135 / 10
met5: 29.9 / - / 1.1
met1: 64.8 / 25700 / 30
met2: 71.4 / 7116 / 37
li1: - / 18200 / -
-- path summary, 6_finish.rpt --
path | endpoint | from | cells past startpoint | slack [ns]
worst min-delay path | reg_b[15][27] | LMD[27] | 1 | 1.96
worst max-delay path | B[30] | IR_if[11] | 13 | 0.10
-- cell usage in the layout, fill, tap and decap left out, drive strengths merged, types with 36 or more instances in the layout --
cell / count
nand3: 262
a221oi: 190
o21ai: 41
nand2: 74
nand3b: 37
or4: 51
a222oi: 66
buf: 344
mux2i: 111
a22o: 199
and3: 124
clkinv: 45
clkdlybuf4s50: 205
nand4: 155
nor2: 163
diode: 68
a22oi: 704
edfxtp: 992
nor3: 37
a2111oi: 36
clkbuf: 132
-- layout make-up --
type / count / area, um^2
fillers: 11300 / 67000
flip-flops and latches: 992 / 29800
multi-input cells: 2670 / 20100
repair buffers: 549 / 4810
clock buffers: 132 / 2880
well taps: 1662 / 2080
clock inverters: 74 / 772
diodes: 68 / 170
inverters: 12 / 45.0
Power is estimated from default activity; no workload was simulated.
